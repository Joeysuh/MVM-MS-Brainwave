[/design/flow/run.sh]
#!/bin/bash
# OpenROAD 26Q1-2900-gdf79404cd8, Yosys 0.63+post, stock flow scripts
make -C /OpenROAD-flow-scripts/flow DESIGN_CONFIG=/design/flow/config.mk WORK_HOME=/design/flow/orfs finish
[/design/flow/config.mk]
export PLATFORM = sky130hd
export DESIGN_NAME = dot8
export DESIGN_NICKNAME = dot8
export VERILOG_FILES = /design/flow/design.v
export SDC_FILE = /design/flow/constraint.sdc
export NUM_CORES = 4
export LEC_CHECK = 1
export CORE_UTILIZATION = 30
[/design/flow/constraint.sdc]
current_design dot8

set clk_period 10.0
set clk_io_pct 0.2

create_clock -name clk0 -period $clk_period [get_ports {clk}]

set non_clock_inputs [all_inputs -no_clocks]
set_input_delay [expr $clk_period * $clk_io_pct] -clock clk0 $non_clock_inputs
set_output_delay [expr $clk_period * $clk_io_pct] -clock clk0 [all_outputs]
[/design/flow/design.v]
module dot8 # (
    parameter IWIDTH = 8,
    parameter OWIDTH = 32
)(
    input clk,
    input rst,
    input signed [8*IWIDTH-1:0] vec0,
    input signed [8*IWIDTH-1:0] vec1,
    input ivalid,
    output signed [OWIDTH-1:0] result,
    output ovalid
);
logic signed [OWIDTH-1:0] result_r;
logic signed [IWIDTH-1:0] a_r[7:0], b_r[7:0];  
logic valid_r [0:4];  
logic signed [2*IWIDTH-1:0] mult_r [0:7];  
logic signed [2*IWIDTH:0] adder1_r [0:3];  
logic signed [2*IWIDTH+1:0] adder2_r [0:1];  
logic signed [OWIDTH-1:0] adder3_r;  
always_ff @ (posedge clk) begin
    if (rst) begin
        for (int i = 0; i < 8; i++) begin
            a_r[i] <= '0;
            b_r[i] <= '0;
        end
        for (int i = 0; i < 5; i++) valid_r[i] <= 0;
        for (int i = 0; i < 8; i++) mult_r[i] <= 0;
        for (int i = 0; i < 4; i++) adder1_r[i] <= 0;
        for (int i = 0; i < 2; i++) adder2_r[i] <= 0;
        adder3_r <= 0;
        result_r <= 0;
    end else begin
        if (ivalid) begin
            for (int i = 0; i < 8; i++) begin
                a_r[i] <= vec0[(i+1)*IWIDTH - 1 -: IWIDTH];
                b_r[i] <= vec1[(i+1)*IWIDTH - 1 -: IWIDTH];
            end
        end
        valid_r[0] <= ivalid;
        for (int i = 1; i < 5; i++) begin
            valid_r[i] <= valid_r[i-1];
        end 
        for (int i = 0; i < 8; i++) begin
            mult_r[i] <= a_r[i] * b_r[i];
        end
        for (int i = 0; i < 4; i++) begin   
            adder1_r[i] <= mult_r[2*i] + mult_r[2*i+1];  
        end
        for (int i = 0; i < 2; i++) begin
            adder2_r[i] <= adder1_r[2*i] + adder1_r[2*i+1];
        end
        adder3_r <= adder2_r[0] + adder2_r[1];
    end
end
assign result = adder3_r;
assign ovalid = valid_r[4];
endmodule
==> impl_metrics.toml <==
# generated from flow reports
[sta]
hold_viol = 0
setup_ws_ps = 5440
tightest_slew_ps = 782
setup-tns-final_ps = 0
post-route-min-period_ps = 4560
finalSetupViolCount = 0
relSlewSlack_pct = 47.9
fin_skew_ps = 17.1
whs_ps = 432
slew_violations = 0
finalCritPeriodShare_pct = 45.6
clock.fmax_ghz = 0.219
rsz0062_at_grt = "no"

[power]
p_sw_share_pct = 31.1
vdd_drop_max_mv = 0.149
internal_power_mw = 3.51
power_density_nw_per_um2 = 125
pwr-share-clk_pct = 37.9
pwr-share-comb_pct = 25.7
power_switching_mw = 1.58
power_mw = 5.09
p_leak_nw = 19.5
seqPwrFrac_pct = 36.4

[logic_synthesis]
synth_seq_share_pct = 21.6
ys_types = 68
netlist_instances = 3852
avgSynthCellArea_sq_um = 9.23
synth_area_sq_um = 35500
yosysChipArea_sq_um = 35500
ys_warn_count = 7
ys_ff = 384
ys_cells = 3852
ys.flop_type = "dfxtp_1"
synthArstFlopShare_pct = 0
edf_count = 0

[clock_network]
cts_tree = "done"
clkLatencyLatePin_ps = 620
clockBufferDepth = 3
numCtsBuffers = 48
hold_buffers = 0
cts.sinks = 384
cts_resized = 0
htreeDepth = 2
cts.clk_slew.worst_paths_ps = 60
postCtsSetupRepairBufs = 0
ctsRootBufferMaster = "clkbuf_16"

[global_route]
antenna_found_initial = 2
grt_use_total_pct = 12.8
first_global_vias = 24900
grt_max_degree = 72
gr-total-overflow = 0
grt_pass1_wl_mm = 123

[drt]
drc = 0
highest_layer = "met4"
totalWireLength_mm = 71.3
wl_per_cell_microns = 12.8
first_pass_iters = 4
wl_met3_mm = 2.73
vias_per_cell = 4.40
drtIter0Drc = 889
ant_nets = 0
dr_total_vias = 24500
met1_length_mm = 34.6
met2_length_mm = 32.2

[placement]
gp_congestion = 0.853
dp_hpwl_mm = 56.9
io_buffers = 163
placed_area_sq_um = 38800
pre_cts_slack_ps = 5200

[layout]
final_area_sq_um = 40600
area_growth_pct = 14.1
drive_above_1_share_pct = 3.25

[run]
warning_count = 25
maxCapViolations = 0

[floorplan]
num_rows = 125
dieArea_sq_um = 120000
fp_util_pct = 30.4
io_pins = 164
die_x_microns = 346
die-height_microns = 346
core_sq_um = 117000

[outcome]
status = "finished, final reports clean"

[critical_path]
worstSetupPathType = "reg2reg"
end_kind = "flip-flop"
required_ps = 10500
arrival_ps = 5050
start_kind = "flip-flop"
cp_max_fo = 9

[worst_hold_path]
hold_class = "reg2reg"
## cell families (layout without fill, tap and decap cells)
logic type	after synthesis	after routing	share of synthesized area [%]
other	0	2	0
xor gates and xnor gates	173	173	4.26
DFF	384	384	21.6
muxes	142	142	4.04
buffers and inverters	756	932	8.12
and+or+nand+nor	1184	1184	16.7
adders and majority gates	795	795	37.4
AOI/OAI and AO/OA	418	418	7.81
## placed cells by master, fill, tap and decap left out, drive strengths merged, types with 52 or more instances in the layout
cell,n
inv,680
fa,447
dfxtp,384
nor2,362
ha,348
and2,330
nand2,210
clkdlybuf4s50,161
mux2i,130
nor2b,127
xnor2,105
o21ai,94
a21oi,86
xor2,68
clkbuf,58
a21o,52
## flip-flops by register name, indices dropped and copies added (netlist names)
signal    flops
b_r          64
valid_r       5
adder2_r     36
a_r          64
adder3_r     19
adder1_r     68
mult_r      128
## Yosys cell counts (14+ instances only)
master | n | share of area, %
dfxtp_1 | 384 | 22
xnor2_1 | 105 | 2.6
nor2b_1 | 127 | 2.2
a21oi_1 | 86 | 1.2
buf_1 | 18 | 0.19
ha_1 | 348 | 12
clkbuf_1 | 54 | 0.57
o22ai_1 | 14 | 0.25
fa_1 | 447 | 25
nand2b_1 | 38 | 0.67
inv_1 | 671 | 7.1
and2_1 | 329 | 5.8
nor3_1 | 48 | 0.68
o21ai_0 | 92 | 1.3
a211oi_1 | 34 | 0.72
xor2_1 | 68 | 1.7
o21a_1 | 42 | 0.89
nor2_1 | 362 | 3.8
a21o_1 | 51 | 1.1
nand2_1 | 210 | 2.2
mux2i_1 | 130 | 3.7
## final cells by class
class	instances	area, sq um
Fill cell	11500	76300
Antenna cell	2	5.00
Clock inverter	33	447
Timing Repair Buffer	171	1700
Clock buffer	57	1320
Sequential cell	384	7690
Tap cell	1524	1910
Multi-Input combinational cell	2712	25000
Inverter	671	2520
## final timing paths
| kind | slack [ps] | from | cells past startpoint | to |
|---|---|---|---|---|
| worst max register to register | 5440 | a_r[2][5] | 17 | mult_r[2][15] |
| worst min register to register | 430 | valid_r[3] | 1 | valid_r[4] |
| worst max-delay path | 5440 | a_r[2][5] | 17 | mult_r[2][15] |
| worst min-delay path | 430 | valid_r[3] | 1 | valid_r[4] |
## worst max-delay path, cell delays in order, from the launching register on
cell and delay (ps):
dfxtp_1 410, and2_1 220, fa_1 530, inv_1 50
fa_1 530, inv_1 50, fa_1 470, inv_1 50
fa_1 470, inv_1 40, ha_1 310, nand2_1 70
a2bb2oi_1 290, a22oi_1 160, a21o_1 220, o41a_1 320
xnor2_1 170, nor2_1 60
## power by group through the flow
stage | clock network [mW] | registers, mW | logic [mW]
6_report | 1.93 | 1.85 | 1.31
5_1_grt | 2.05 | 1.87 | 1.52
4_1_cts | 2.00 | 1.86 | 1.33
## per-layer routing
layer / vias up / global-route usage (%)
met4: 0 / 2.67
met2: 291 / 20.1
li1: 12400 / -
met1: 11600 / 19.0
met3: 90 / 2.05
met5: - / 0
## stage by stage
stage	utilization, %	cells
floorplan	-	3852
global placement	33.2	5462
detailed placement	33.2	5462
CTS	34.7	5552
global route	34.7	5552
finish	34.7	5554
Power is estimated from default activity; no workload was simulated.

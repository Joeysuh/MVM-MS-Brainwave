[config.mk]
export PLATFORM = sky130hd
export DESIGN_NAME = ctrl
export DESIGN_NICKNAME = ctrl
export VERILOG_FILES = /design/flow/design.v
export SDC_FILE = /design/flow/constraint.sdc
export NUM_CORES = 4
export LEC_CHECK = 1
export CORE_UTILIZATION = 50
[constraint.sdc]
current_design ctrl

set clk_period 5.7
set clk_io_pct 0.2

create_clock -name clk0 -period $clk_period [get_ports {clk}]

set non_clock_inputs [all_inputs -no_clocks]
set_input_delay [expr $clk_period * $clk_io_pct] -clock clk0 $non_clock_inputs
set_output_delay [expr $clk_period * $clk_io_pct] -clock clk0 [all_outputs]
[design.v]
module ctrl # (
    parameter VEC_ADDRW = 8,
    parameter MAT_ADDRW = 9,
    parameter VEC_SIZEW = VEC_ADDRW + 1,
    parameter MAT_SIZEW = MAT_ADDRW + 1
)(
    input  clk,
    input  rst,
    input  start,
    input  [VEC_ADDRW-1:0] vec_start_addr,  
    input  [VEC_SIZEW-1:0] vec_num_words,  
    input  [MAT_ADDRW-1:0] mat_start_addr,  
    input  [MAT_SIZEW-1:0] mat_num_rows_per_olane,  
    output [VEC_ADDRW-1:0] vec_raddr,  
    output [MAT_ADDRW-1:0] mat_raddr,  
    output accum_first,  
    output accum_last,  
    output ovalid,
    output busy 
);
enum {IDLE, COMPUTE} state, next_state;
logic [VEC_ADDRW-1:0] vec_start_addr_r;  
logic [VEC_SIZEW-1:0] vec_num_words_r;  
logic [MAT_ADDRW-1:0] mat_start_addr_r;  
logic [MAT_SIZEW-1:0] mat_num_rows_per_olane_r;  
logic [VEC_ADDRW-1:0] vec_raddr_r;
logic [MAT_ADDRW-1:0] mat_raddr_r;
logic accum_first_r;
logic accum_last_r;
logic ovalid_r;
logic busy_r;
logic [VEC_ADDRW-1:0] vec_raddr_out_reg;
logic [MAT_ADDRW-1:0] mat_raddr_out_reg;
logic [VEC_SIZEW-1:0] word_counter;
logic [MAT_SIZEW-1:0] row_counter;
always_ff @(posedge clk) begin
    if (rst) begin
        state <= IDLE;
        vec_start_addr_r <= 0;
        vec_num_words_r <= 0;
        mat_start_addr_r <= 0;
        mat_num_rows_per_olane_r <= 0;
        word_counter <= 0;
        row_counter <= 0;
        vec_raddr_r <= 0;
        mat_raddr_r <= 0;
        accum_first_r <= 0;
        accum_last_r <= 0;
        ovalid_r <= 0;
        busy_r <= 0;
    end else begin
        state <= next_state;
        if (state == IDLE) begin
            if (start) begin
                vec_start_addr_r <= vec_start_addr;
                vec_num_words_r <= vec_num_words;
                mat_start_addr_r <= mat_start_addr;
                mat_num_rows_per_olane_r <= mat_num_rows_per_olane;
                word_counter <= 0;
                row_counter <= 0;
            end
            vec_raddr_r <= 0;
            mat_raddr_r <= 0;
            accum_first_r <= 0;
            accum_last_r <= 0;
            ovalid_r <= 0;
            busy_r <= 0;
        end else if (state == COMPUTE) begin
            vec_raddr_r <= vec_start_addr_r + word_counter;
            mat_raddr_r <= mat_start_addr_r + row_counter * vec_num_words_r + word_counter;
            ovalid_r <= 1;
            busy_r <= 1;
            if (word_counter == 0) begin
                accum_first_r <= 1;
            end else begin
                accum_first_r <= 0;
            end
            if (word_counter == vec_num_words_r - 1) begin
                accum_last_r <= 1;
            end else begin
                accum_last_r <= 0;
            end
            if (word_counter == vec_num_words_r - 1) begin
                word_counter <= 0;
                row_counter  <= row_counter + 1;
            end else begin
                word_counter <= word_counter + 1;
            end
        end
    end
end
always_comb begin: state_decoder
    case (state) 
        IDLE: begin
            if (start) next_state = COMPUTE; else next_state = IDLE;
        end
        COMPUTE: begin
            if ((word_counter == vec_num_words_r -1) && (row_counter == mat_num_rows_per_olane_r -1)) begin 
                next_state = IDLE;
            end else 
                next_state = COMPUTE;
        end
        default: next_state = IDLE;
    endcase
end
assign vec_raddr = vec_raddr_r;
assign mat_raddr = mat_raddr_r;
assign accum_first = accum_first_r;
assign accum_last = accum_last_r;
assign ovalid = ovalid_r;
assign busy = busy_r;
endmodule
[run.sh]
#!/bin/bash
# OpenROAD 26Q1-2900-gdf79404cd8, Yosys 0.63+post, stock flow scripts
make -C /OpenROAD-flow-scripts/flow DESIGN_CONFIG=/design/flow/config.mk WORK_HOME=/design/flow/orfs finish
==> run summary <==
flow finished, numbers: status finished, final reports clean, Top cells excl fill/tap 121 x nand2_1, 77 x dfxtp_1, 60 x a21oi_1, 59 x inv_1, 58 x clkdlybuf4s50_1, antenna cells 0, startpoint types flip-flop, fin cells 842, Async S/R FF share, synth 0%, RSZ-0062 raised after global routing no, htree depth 3, Synth Seq Share 28.40%, Top cell excl fill/tap nand2_1, core area 0.01042 sq mm, vias 4,454, synth-to-layout area growth 15.05%, drt wl/cell 14.71 um, largest net degree at the start of global routing 55, worst-case reg-to-reg path depth 17, Post-DP HPWL between 8000 and 9000 um, CTS resizes 0, total track usage 24.56%, Crit. End Element flip-flop, final worst-path cycle share between 80% and 90%, CTS buffer count 9, worst reg2reg path startpoint vec_num_words_r[2]$_SDFFE_PP0P_, Clock Latency Late Sink between 0.3 and 0.4 ns, Synth Register Bits 77, IO Pins approximately 60, post-route setup TNS 0 ns, setup slack, reg-to-reg 1.10 ns, flip-flops with a built-in enable 0, max-slew violations 0, Setup Skew between 0.01 and 0.015 ns, Final setup viols 0, Power Dens Cells around 190 mW/mm^2, Setup WS pre-CTS approximately 1.1 ns, Initial DRC Count 222, RR Endpoint mat_raddr_r[8]$_SDFFE_PP0P_, cts hold-fix bufs 0, Clock Tree Root clkbuf_8, postcts setup bufs 0, f_max 217.6 MHz, synthesized area per cell 8.101 sq um, metal2 WL between 5000 and 6000 um, Worst slew margin 44.69%, initial antenna violation count 0, leak pwr between 0.002 and 0.003 uW, Placer Congestion around 0.86, final WL between 10,000 and 15,000 um, worst hold slack approximately 0.46 ns, vias in the first global route roughly 4.4k, Placed Cells 826, Hold Crit Start mat_start_addr_r[0]$_SDFFE_PP0P_, Final Worst Setup Slack roughly 1.1 ns, Data required, critical path 5.98 ns, wl on met1 roughly 6100 um, Reg clk slew, reported paths 0.09 ns, global-route wire length before repair 21,200 um, top layer in use met4, CTS tree built, Worst Path Arrival 4.87 ns, port buffer count roughly 59, global route total overflow 0, final hold violations 0, Primary FF master, synth dfxtp_1, hold path cells 2, WHS Endpoint mat_start_addr_r[0]$_SDFFE_PP0P_, Via-to-Cell Ratio 5.290, Post-route DRC 0, Cells after Synth 670, crit path time final 4.595 ns, drt first pass iters 4, Die H 106.2 um, crit-path max FO 14, yosys stat area 0.005428 sq mm, post-route ant nets 0, CTS Sinks 77, tool warnings 27, Cell Area, Synth 0.005428 sq mm, Yosys warnings 1, die x size 106.2 um, layout cell share with drive strength beyond 1 4.108%, Yosys Instances between 600 and 700, Slew @ Worst Pin 0.8088 ns, Max IR drop VDD 0.0001612 V, FP Util 52.11%, Setup Crit Path Kind reg -> reg, worst hold path class reg -> reg, Unique cell types 56, Longest Clk Path Bufs 2, Chip Area between 0.01 and 0.015 sq mm, Max-cap violations 0, overall power 1196 uW, met3 routed WL around 410 um, # rows 37
## sequential cells by signal, summed over array words and instances (netlist names)
register / flops
accum_first_r: 1
accum_last_r: 1
busy_r: 1
mat_num_rows_per_olane_r: 10
mat_raddr_r: 9
mat_start_addr_r: 9
row_counter: 10
state: 2
vec_num_words_r: 9
vec_raddr_r: 8
vec_start_addr_r: 8
word_counter: 9
## logic make-up after synthesis
kind of cell | count (synthesis) | share of synthesized area [%]
DFF | 77 | 28.40
AOI/OAI and AO/OA | 110 | 12.31
adders and majority gates | 68 | 19.96
xor gates and xnor gates | 53 | 8.552
and+or+nand+nor | 252 | 22.02
buffers and inverters | 102 | 7.261
muxes | 8 | 1.498
## Yosys cell counts (all sizes together), types with 2 or more instances
cell type	n	area share, %
nand2	121	8.4
dfxtp	77	28
a21oi	61	5.7
inv	59	4.1
clkbuf	39	2.7
ha	37	8.5
nor2	32	2.2
fa	31	11
xnor2	29	4.7
xor2	24	3.9
nor3	17	1.6
and2	16	1.8
nand3	16	1.5
o21ai	14	1.3
mux2i	7	1.3
nor2b	7	0.81
or3	7	0.81
nand2b	6	0.69
nand4	6	0.69
a211oi	5	0.78
a2111oi	4	0.76
and4	4	0.65
buf	4	0.48
o21a	4	0.55
a21o	3	0.41
nor4	3	0.35
o31ai	3	0.41
or2	3	0.35
or4	3	0.41
a31oi	2	0.23
a32o	2	0.37
nand3b	2	0.28
nor3b	2	0.28
nor4b	2	0.44
o211ai	2	0.28
o21bai	2	0.28
o22ai	2	0.23
## worst max-delay path by stage
stage / to / start / slack (ns)
final: mat_raddr_r[8]$_SDFFE_PP0P_ / vec_num_words_r[2]$_SDFFE_PP0P_ / 1.10
after global routing: mat_raddr_r[8]$_SDFFE_PP0P_ / row_counter[2]$_SDFFE_PP0P_ / 0.76
after CTS: mat_raddr_r[8]$_SDFFE_PP0P_ / vec_num_words_r[2]$_SDFFE_PP0P_ / 1.08
## worst max-delay path: stages, from the launching register on
cell	delay (ns)
dfxtp_1	0.61
nand2_1	0.15
fa_1	0.55
inv_1	0.05
fa_1	0.50
inv_1	0.05
fa_1	0.47
inv_1	0.05
fa_1	0.52
inv_1	0.05
fa_1	0.42
xnor2_1	0.14
xnor2_1	0.19
xnor2_1	0.15
xnor2_1	0.15
xnor2_1	0.11
xnor2_1	0.13
a211oi_1	0.21
## metal layers
metal | up-vias | global-route usage (%)
met3 | 7 | 3.690
met4 | 0 | 2.877
met2 | 89 | 39.89
li1 | 2266 | -
met1 | 2092 | 36.98
met5 | - | 0
## stage by stage
step | utilization, % | area (sq um)
detailed placement | 57.99 | 6041
global placement | 57.99 | 6041
floorplan | - | 5428
finish | 59.95 | 6245
CTS | 59.95 | 6245
global route | 59.95 | 6245
## power by group
part	internal, uW	total, uW	switching (uW)
logic	79.0	170	91.4
clock network	210	444	235
registers	555	581	25.9
total	844	1200	352
## cell type report
class                   instances  area [sq um]
fillers                       948          4172
multi-input cells             491          3492
flip-flops and latches         77          1541
repair buffers                 63         615.6
inverters                      59         221.5
well taps                     136         170.2
clock buffers                   9         123.9
clock inverters                 7         80.08
No activity file was given, so power comes from the tool's default toggle rates.

==> design.v <==
module accum # (
    parameter DATAW = 32,  
    parameter ACCUMW = 32  
)(
    input  clk,
    input  rst,
    input  signed [DATAW-1:0] data,  
    input  ivalid,  
    input  first,  
    input  last,  
    output signed [ACCUMW-1:0] result,  
    output ovalid  
);
logic signed [ACCUMW-1:0] accum_r;
logic signed [ACCUMW-1:0] result_r;
logic ovalid_r;
always_ff @ (posedge clk) begin
    if (rst) begin
        accum_r <= '0;
        result_r <= '0;
        ovalid_r <= 1'b0;
    end else begin
        ovalid_r <= 1'b0;  
        if (ivalid) begin
            if (first)
                accum_r <= data;
            else
                accum_r <= accum_r + data; 
            if (last) begin
                result_r <= first ? data : accum_r + data;  
                ovalid_r <= 1'b1;
            end
        end
    end
end
assign ovalid = ovalid_r;
assign result = result_r;
endmodule
==> run.sh <==
#!/bin/bash
# OpenROAD 26Q1-2900-gdf79404cd8, Yosys 0.63+post, stock flow scripts
make -C /OpenROAD-flow-scripts/flow DESIGN_CONFIG=/design/flow/config.mk WORK_HOME=/design/flow/orfs finish
==> config.mk <==
export PLATFORM = sky130hd
export DESIGN_NAME = accum
export DESIGN_NICKNAME = accum
export VERILOG_FILES = /design/flow/design.v
export SDC_FILE = /design/flow/constraint.sdc
export NUM_CORES = 4
export LEC_CHECK = 1
export CORE_UTILIZATION = 40
==> constraint.sdc <==
current_design accum

set clk_period 8.6
set clk_io_pct 0.2

create_clock -name clk0 -period $clk_period [get_ports {clk}]

set non_clock_inputs [all_inputs -no_clocks]
set_input_delay [expr $clk_period * $clk_io_pct] -clock clk0 $non_clock_inputs
set_output_delay [expr $clk_period * $clk_io_pct] -clock clk0 [all_outputs]
==> run notes <==
Implementation status.

- The run finished with clean final reports.
- The data required time of the critical path is 8850 ps.
- Listed in order, past its start point the critical path passes clkdlybuf4s50_1 > ha_1 > fa_1 > a211oi_1 > o21ai_1 > nand3_1 > nand4b_1 > a311oi_2 > a31oi_1 > mux2i_1 > a311oi_1.
- The CTS root buffer is sky130_fd_sc_hd__clkbuf_8.
- The mean instance size in the synthesized netlist is 7.88 um^2.
- Looking at the VDD voltage map, the peak drop is 0.0690 mV.
- In this run the core area contains 37 standard-cell rows.
- Per the post-synthesis report, the number of cells in the design is 557.
- The number of vias per cell after detailed routing is 5.69.
- Buffers placed on the I/O ports in this run total 69.
- The first detailed-routing pass ran for 5 iterations.
- The synthesis-to-finish area growth is 22.1%.
- The internal cell power is 654 uW.
- The switching component of the power is 297 uW.
- The sink of the worst hold path is result_r[2]$_SDFFE_PP0P_.
- In this run the maximum-capacitance check reported violations numbering 0.
- The residual DRC count is 0.
- The number of hold violations in the final report is 0.
- The internal reg-to-reg setup slack is 5640 ps.
- The post-synthesis instance area is 4390 um^2.
- The number of global-route vias before repair is 3919.
- Counting the warning lines in the Yosys log gives 1.
- The buffering stage count on the worst path with inverters included is 1.
- Counting instances in the post-synthesis netlist gives the leading cell types as sky130_fd_sc_hd__nor2_1 (69), sky130_fd_sc_hd__dfxtp_1 (65), sky130_fd_sc_hd__a21oi_1 (56), sky130_fd_sc_hd__nand2_1 (44), sky130_fd_sc_hd__a211oi_1 (40).
- The total placed cells including tap cells is 727.
- The clock network is responsible for 34.1% of the overall power.
- Checking hold timing, the worst path is listed with class register to register.
- After layout, the design draws a total of 951 uW.
- The final instance area is 5360 um^2.
- TritonCTS built the clock tree.
- The net switching fraction of the power is 31.2%.
- For the worst setup path, the data arrival time is 4720 ps.
- The fraction of synthesized cell area taken by the top area cell type is 29.7%.
- Post-synth the commonest register cell is sky130_fd_sc_hd__dfxtp_1.
- The most frequent cell after synthesis is sky130_fd_sc_hd__nor2_1.
- Yosys reports a chip area of 4390 um^2.
- Post-CTS repair ended up resizing 0 cells.
- The number of flip-flops and latches in the synthesized netlist is 65.
- The total of endpoints with negative setup slack in the final report is 0.
- Counting instances, the worst hold path has a depth of 2.
- The largest driver fanout on the critical path is 6.
- Per the timing report, the most critical flop-to-flop path originates at accum_r[0]$_SDFFE_PP0P_.
- The number of clock sinks came to 65.
- At the placement stage, the worst setup path has a slack of 3810 ps.
- The worst pin sits at a relative slew slack of 54.9%.
- The wire length of the first global-routing pass is 18900 um.
- The fill cell instance count of the final layout is 984.
- The type of the worst setup path is primary input to register.
- The launch point of the worst hold path is result_r[2]$_SDFFE_PP0P_.
- The initial antenna violation count is 0.
- The count of antenna diodes in the layout is 0.
- The tally of unique sky130hd cells used after synthesis is 61.
- The main area contributors are sky130_fd_sc_hd__dfxtp_1 (30%), sky130_fd_sc_hd__ha_1 (8.8%), sky130_fd_sc_hd__a211oi_1 (6.8%).
- The number of cell instances on the worst register-to-register path is 10.
- The final number of max-transition violations is 0.
- The cell area power density is 178 nW/um^2.
- The die width is 107 um.
- The vertical die dimension reported for this design is 107 um.
- The clock latency of the later-clocked register in the worst-skew pair is 350 ps.
- The actual transition at the worst max-transition pin is 676 ps.
- The total tool warning count is 25.
- In the post-route analysis, the smallest setup slack over all paths is 4130 ps.
- The placeable core region is 10500 um^2.
- The final layout reports a setup TNS of 0 ps.
- The clock passes through at most 2 buffers.
- For this design the static power due to leakage is 2.11 nW.
- The smallest clock period supported by the final layout is computed as 4470 ps.
- Counting flops with a built-in enable in the synthesized netlist gives 0.
- The type of element capturing the critical path is a register.
- The fraction of layout instances using a drive strength above 1 is 6.10%.
- Counting flops with an async set or reset pin after synthesis yields a share of 0%.
- The period utilization is 52.0%.
- Entering global routing, the biggest net connects 65 pins.
- The cell taking the most area after synthesis is sky130_fd_sc_hd__dfxtp_1.
- Per the STA report, the cell with the highest stage delay on the worst path is sky130_fd_sc_hd__fa_1.
- The total routed wirelength is 11300 um.
- The wire length per cell is 15.3 um.
- The cell total in the yosys stat output is 557.
- The highest achievable clock rate is 224 MHz.
- In this run the count of I/O pins placed on the die edge is 70.
- In the placement report, post-DP HPWL is listed as 7790 um.
- For this run, the share of the core covered by cells in the final layout is 51.2%.
- Setup repair after global routing left no endpoint under its margin.
- The share of the core filled by cells before placement is 41.9%.
- The worst slack on hold paths is 467 ps.
- The cell area after placement is 5110 um^2.
- The worst setup skew after layout is 10.9 ps.
- The total setup buffers inserted after CTS is 0.
- STA classifies the critical path startpoint as a primary input.
- The H-tree was split into 3 levels.
- The final report lists a non-filler cell total of 743.
- On the critical path the largest part of the delay comes from AND-OR/OR-AND gates.
- Once detail routing completed, the nets flagged for antenna violations numbered 0.
- The global routing report lists combined usage of all routing layers as 21.0%.
- The via count is 4229.
- The total CTS buffers is 9.
- Looking at the power breakdown, combinational cells take 30.1% of the total.
- Sequential elements use 29.7% of the synthesized area.
- The longest incremental delay of any stage on the critical path is reported as 440 ps.
- The weighted congestion at the end of routability-driven global placement is 0.918.
- The die covers 11400 um^2.
- For this design, the CTS-stage hold fixing added 0 buffers.
- The DRC marker count from the first detailed-route iteration is 237.
- Of the total power, registers draw 35.7%.
- The critical register-to-register path endpoint is accum_r[28]$_SDFFE_PP0P_.
- The clock input transition at the sequential cells of the worst setup and hold paths is 80 ps.
- Global routing finished with a remaining overflow of 0.
registers in the layout (all words and copies together) (netlist names):
register and cells:
accum_r 32, result_r 32, ovalid_r 1
cell families (layout without fill, tap and decap cells):
| group | count (synthesis) | after routing | synth area share (%) |
|---|---|---|---|
| AND/OR/NAND/NOR | 175 | 175 | 18.3 |
| flip-flops | 65 | 65 | 29.7 |
| buffers and inverters | 47 | 97 | 4.34 |
| multiplexers | 15 | 15 | 3.42 |
| adder cells (fa/ha/maj) | 32 | 32 | 9.30 |
| AND-OR/OR-AND | 205 | 205 | 31.3 |
| XOR/XNOR | 18 | 18 | 3.59 |
layout make-up:
type	instances	area [um^2]	share of cell area (%)
well taps	136	170	3.18
multi-input cells	445	2900	54.1
inverters	7	26.3	0.491
repair buffers	74	718	13.4
flip-flops and latches	65	1300	24.3
clock inverters	5	103	1.92
clock buffers	11	141	2.64
layer usage:
metal	part of all wire, %	routed length [um]	GRT usage, %
met1	51	5840	33.9
met4	0.94	107	2.05
met2	43	4900	31.5
met3	4.4	505	2.85
met5	0	0	0
how the worst max path moves through the flow:
stage	endpoint	startpoint	cells past startpoint	slack, ps
after CTS	accum_r[28]$_SDFFE_PP0P_	data[0]	11	4130
final	accum_r[28]$_SDFFE_PP0P_	data[0]	11	4130
after global routing	accum_r[28]$_SDFFE_PP0P_	data[0]	11	3930
power by group through the flow:
stage | Sequential [mW] | Combinational, mW | Clock (mW)
4_1_cts | 0.340 | 0.286 | 0.332
6_report | 0.340 | 0.287 | 0.325
5_1_grt | 0.343 | 0.319 | 0.352
layout by cell type (no fill, tap or decap), types with 3 or more instances in the layout:
master | synthesis | final
sky130_fd_sc_hd__a211oi_1 | 40 | 40
sky130_fd_sc_hd__a21o_1 | 12 | 12
sky130_fd_sc_hd__a21oi_1 | 56 | 56
sky130_fd_sc_hd__a311oi_1 | 5 | 5
sky130_fd_sc_hd__a31oi_1 | 12 | 12
sky130_fd_sc_hd__and2_1 | 4 | 3
sky130_fd_sc_hd__buf_4 | 0 | 5
sky130_fd_sc_hd__bufinv_16 | 0 | 3
sky130_fd_sc_hd__clkbuf_8 | 0 | 10
sky130_fd_sc_hd__clkdlybuf4s50_1 | 0 | 67
sky130_fd_sc_hd__dfxtp_1 | 65 | 65
sky130_fd_sc_hd__ha_1 | 31 | 31
sky130_fd_sc_hd__inv_1 | 7 | 7
sky130_fd_sc_hd__mux2i_1 | 15 | 15
sky130_fd_sc_hd__nand2_1 | 44 | 44
sky130_fd_sc_hd__nand3_1 | 12 | 12
sky130_fd_sc_hd__nand4_1 | 11 | 11
sky130_fd_sc_hd__nor2_1 | 69 | 69
sky130_fd_sc_hd__nor2b_1 | 5 | 5
sky130_fd_sc_hd__nor3_1 | 9 | 9
sky130_fd_sc_hd__nor3b_1 | 4 | 4
sky130_fd_sc_hd__o21a_1 | 5 | 5
sky130_fd_sc_hd__o21ai_0 | 36 | 36
sky130_fd_sc_hd__o21ai_1 | 4 | 4
sky130_fd_sc_hd__o21bai_1 | 3 | 3
sky130_fd_sc_hd__o41ai_1 | 3 | 3
sky130_fd_sc_hd__or3_1 | 7 | 7
sky130_fd_sc_hd__xnor2_1 | 10 | 10
sky130_fd_sc_hd__xor2_1 | 8 | 8
tightest hold or removal path, stage by stage (launching register included):
cell	delay, ps
sky130_fd_sc_hd__dfxtp_1	320
sky130_fd_sc_hd__nand2_1	50
sky130_fd_sc_hd__a21oi_1	50
No activity file was given, so power comes from the tool's default toggle rates.
